**design/flow/design.v**
```verilog
module  gray(
input  wire         pclk       ,
input  wire         rst_n      ,
input  wire         de_flag    ,
input  wire [15:0]  data_rgb   ,
input  wire         hsync      ,
input  wire         vsync      ,
output  wire         de_flag_gray  ,
output wire [7:0]   data_gray  ,
output wire [15:0]  data_gray_r,
output wire         hsync_gray ,
output wire         vsync_gray
);
reg [23:0] data888;
always @(posedge pclk)
if (!rst_n)
    data888 <= 0;
else
    data888 <= {data_rgb[15:11],3'b0, data_rgb[10:5],2'b0, data_rgb[4:0],3'b0};
reg [15:0] Y_R, Y_G, Y_B;
always @(posedge pclk) 
if (!rst_n) begin
    Y_R <= 0;
    Y_G <= 0;
    Y_B <= 0;
end
else begin
    Y_R <= data888[23:16]*77;
    Y_G <= data888[15:8]*150;
    Y_B <= data888[7:0]*29;
end
reg [15:0] Y_TEMP;
always @(posedge pclk)
if (!rst_n)
    Y_TEMP <= 0;
else
    Y_TEMP <= Y_R + Y_G + Y_B;
reg [7:0] data_y;
always @(posedge pclk)
if (!rst_n)
    data_y <= 0;
else
    data_y <= Y_TEMP[15:8];
reg [3:0] hsync_r;
reg [3:0] vsync_r;
reg [3:0] de_flag_r;
always @(posedge pclk)
if (!rst_n) begin
    hsync_r <= 0;
    vsync_r <= 0;
    de_flag_r <= 0;
end
else begin
    hsync_r <= {hsync_r[2:0],hsync};
    vsync_r <= {vsync_r[2:0],vsync};
    de_flag_r <= {de_flag_r[2:0],de_flag};
end
assign data_gray = data_y;
assign data_gray_r = {data_y[7:3], data_y[7:2], data_y[7:3]};
assign hsync_gray = hsync_r[3];
assign vsync_gray = vsync_r[3];
assign de_flag_gray = de_flag_r[3];
endmodule
```
**design/flow/constraint.sdc**
```tcl
current_design gray

set clk_period 4.6
set clk_io_pct 0.2

create_clock -name clk0 -period $clk_period [get_ports {pclk}]

set non_clock_inputs [all_inputs -no_clocks]
set_input_delay [expr $clk_period * $clk_io_pct] -clock clk0 $non_clock_inputs
set_output_delay [expr $clk_period * $clk_io_pct] -clock clk0 [all_outputs]
```
**design/flow/run.sh**
```bash
#!/bin/bash
# OpenROAD 26Q1-2900-gdf79404cd8, Yosys 0.63+post, stock flow scripts
make -C /OpenROAD-flow-scripts/flow DESIGN_CONFIG=/design/flow/config.mk WORK_HOME=/design/flow/orfs finish
```
**design/flow/config.mk**
```make
export PLATFORM = sky130hd
export DESIGN_NAME = gray
export DESIGN_NICKNAME = gray
export VERILOG_FILES = /design/flow/design.v
export SDC_FILE = /design/flow/constraint.sdc
export NUM_CORES = 4
export LEC_CHECK = 1
export CORE_UTILIZATION = 30
```
==> results.txt <==
impl run done, here's what came out: FP Util=31.2%, Leakage Power=0.00267 uW, first-pass GRT wire length=13000 um, Cells after Synth=450, pin count of the biggest net entering global routing=67, CP Data Required Time=4840 ps, htree depth=3, CTS tree=built, status=complete, no violations, area fraction in mux cells=0.898%, Initial DRT Pass Iterations=4, worst-margin pin slew=668 ps, Crit Path Category=reg -> reg, Worst Hold Class=reg -> reg, All-Layer GR Usage=10.2%, min Tclk post-route=3200 ps, syn_area_per_cell=10.2 um^2, Final Hold Viols=0, PortBufs=47, Max Root-Sink Buffers=2, fraction of registers with async set/reset=0%, TritonCTS Buffers=9, fin crit share=69.7%, Slew Limit Fails=0, Setup Viol. Count Final=0, Post-Synth XOR/XNOR Area=2.86%, row cnt=44, 1st-iter DRT viols=60, die area=0.0158 mm^2, post-synthesis cell area=0.00460 mm^2, WHS=426 ps, vias in the first global route=2972, clock latency on the worst-skew pair=330 ps, grt ovf=0, ys flop type=dfxtp_1, yosys warns=1, Routed WL per cell=10.5 um, RSZ-0062 raised after global routing=no, max-cap viol count=0, setup TNS=0 ps, core area=0.0148 mm^2, AND-OR/OR-AND Cells, Area Fraction=8.60%, initial antenna violation count=0, global placement routability congestion=0.835, synth-to-layout area growth=18.8%, Ports=48, power density over the cells=366 mW/mm^2, die x size=126 um, Yosys chip area=0.00460 mm^2, Log Warnings=28, layer with the highest usage=met2, routed vias=2909, Seq/Total Area, Yosys=34.4%, Slew headroom=55.4%, Post-synth EDFFs=0, grt met3 use=2.55%, Cell Type Count=40, Setup crit end kind=register, root buf cell=clkbuf_16, met2 usage=16.5%, Main logic family=adder cells, f_max=0.312 GHz, critical path launch point type=register, Post-CTS Setup Inserts=0, VDD IR max=0.246 mV, hold_buf cts=0, CTS resizes=0, M1 GR Usage=14.5%, Post-Synth Simple-Gate Area=13.3%, Post-DP HPWL=5380 um, DRC Markers=0, Critical Path AT=3450 ps, Post-synth regs=79, Die Height=126 um, adder share=32.8%, # Cells Yosys=450, layout cell share with drive strength beyond 1=4.70%, Avg Vias per Cell=4.32, clk_skew=4.13 ps, WL final=7090 um, Sink Count=79, Detail Route Antenna Nets=0, CP Max Fanout=5, n_diodes=0, clk slew on worst S/H paths=60 ps
## sequential cells by signal, summed over array words and instances, names as in the netlist
name,cells
hsync_r,4
Y_G,13
Y_B,10
data_y,8
vsync_r,4
Y_R,12
Y_TEMP,8
data888,16
de_flag_r,4
## cell type report
cell class	instances	area, um^2
inverter	44	165
timing repair buffer	48	473
multi-input combinational	302	2690
clock buffer	13	260
fill	1418	9290
tap	184	230
clock inverter	3	65.1
sequential	79	1580
## worst max-delay path, cell delays in order (launching register included)
cell      delay [ps]
dfxtp_1          410
ha_1             270
ha_1             200
fa_1             460
ha_1             310
ha_1             360
a211o_1          380
o41ai_2          310
mux2_1           350
o311ai_1          70
## logic make-up after synthesis
| kind of cell | count (synthesis) |
|---|---|
| adders and majority gates | 109 |
| DFF | 79 |
| AOI/OAI and AO/OA | 61 |
| and+or+nand+nor | 113 |
| muxes | 4 |
| xor gates and xnor gates | 15 |
| buffers and inverters | 69 |
## power breakdown
group | total, uW | internal [uW] | switching [uW]
logic | 443 | 233 | 210
clock network | 763 | 504 | 259
registers | 794 | 759 | 34.9
total | 2000 | 1500 | 504
## cells in the final DEF, fill, tap and decap left out, drive strengths merged, types with 3 or more instances in the layout
cell	n
nor2b	6
fa	19
nor2	26
nand2	13
and2	49
xnor2	9
ha	90
a21o	6
xor2	6
o211a	3
nand2b	3
nor3	5
mux2i	3
o21a	3
clkbuf	13
o21ai	15
o211ai	3
clkdlybuf4s50	46
nand3b	4
dfxtp	79
a21oi	22
inv	44
## routing by layer
layer,wire (um),vias up
met3,326,8
met2,3010,53
met4,105,0
met5,0,-
li1,-,1544
met1,3650,1304
## final timing paths
path	startpoint	endpoint	slack [ps]	cells after the start
max	data888[15]	Y_G[14]	1400	9
min	hsync_r[0]	hsync_r[1]	430	1
max reg2reg	data888[15]	Y_G[14]	1400	9
min reg2reg	hsync_r[0]	hsync_r[1]	430	1
## synthesized netlist by cell type, drive strengths merged, types with 3 or more instances
cell / instances / area (um^2)
nor2: 26 / 97.6
a21oi: 22 / 114
and2: 49 / 307
nor3: 5 / 25.0
xnor2: 9 / 78.8
fa: 19 / 380
mux2i: 3 / 30.0
nor2b: 6 / 37.5
o21a: 3 / 22.5
dfxtp: 79 / 1580
a21o: 6 / 45.0
o211a: 3 / 30.0
o211ai: 3 / 22.5
o21ai: 15 / 75.1
ha: 90 / 1130
nand2b: 3 / 18.8
inv: 44 / 165
nand2: 13 / 48.8
nand3b: 4 / 30.0
buf: 18 / 139
xor2: 6 / 52.6
clkbuf: 7 / 26.3
## through the flow
step | area (um^2) | total power [uW] | std cells | setup slack (ps) | util [%]
2_1_floorplan | 4600 | 1130 | 450 | 1550 | -
3_3_place_gp | 5140 | 1250 | 657 | 1430 | 34.8
3_5_place_dp | 5140 | 1250 | 657 | 1380 | 34.8
4_1_cts | 5460 | 2030 | 673 | 1380 | 37.0
5_1_grt | 5460 | 2140 | 673 | 1210 | 37.0
6_report | 5460 | 2000 | 673 | 1400 | 37.0
Power is estimated from default activity; no workload was simulated.
