### /design/flow/config.mk
export PLATFORM = sky130hd
export DESIGN_NAME = sobel
export DESIGN_NICKNAME = sobel
export VERILOG_FILES = /design/flow/design.v
export SDC_FILE = /design/flow/constraint.sdc
export NUM_CORES = 4
export LEC_CHECK = 1
export CORE_UTILIZATION = 50
### /design/flow/constraint.sdc
current_design sobel

set clk_period 7.8
set clk_io_pct 0.2

create_clock -name clk0 -period $clk_period [get_ports {pclk}]

set non_clock_inputs [all_inputs -no_clocks]
set_input_delay [expr $clk_period * $clk_io_pct] -clock clk0 $non_clock_inputs
set_output_delay [expr $clk_period * $clk_io_pct] -clock clk0 [all_outputs]
### /design/flow/design.v
module sobel (
    input wire           pclk       ,
    input wire           rst_n      ,
    input wire  [7:0]   line11_data ,
    input wire  [7:0]   line12_data ,
    input wire  [7:0]   line13_data ,
    input wire  [7:0]   line21_data ,
    input wire  [7:0]   line22_data ,
    input wire  [7:0]   line23_data ,
    input wire  [7:0]   line31_data ,
    input wire  [7:0]   line32_data ,
    input wire  [7:0]   line33_data ,
    input wire         de_flag_line ,
    input wire          hsync_line  ,
    input wire          vsync_line  ,
    output wire [15:0]  data_sobel ,
    output wire         de_flag_sobel ,
    output wire         hsync_sobel ,
    output wire         vsync_sobel
);
reg [8:0]GX11, GX12, GX13, GX21, GX22, GX23, GX31, GX32, GX33;
reg [8:0]GY11, GY12, GY13, GY21, GY22, GY23, GY31, GY32, GY33;
always @(posedge pclk)
if (!rst_n) begin
    GX11 <= 0; GX12 <= 0; GX13 <= 0;
    GX21 <= 0; GX22 <= 0; GX23 <= 0;
    GX31 <= 0; GX32 <= 0; GX33 <= 0;
end
else
begin
    GX11 <= line11_data*1; GX12 <= line12_data*2; GX13 <= line13_data*1;
    GX21 <= line21_data*0; GX22 <= line22_data*0; GX23 <= line23_data*0;
    GX31 <= line31_data*1; GX32 <= line32_data*2; GX33 <= line33_data*1;
end
always @(posedge pclk)
if (!rst_n) begin
    GY11 <= 0; GY12 <= 0; GY13 <= 0;
    GY21 <= 0; GY22 <= 0; GY23 <= 0;
    GY31 <= 0; GY32 <= 0; GY33 <= 0;
end
else
begin
    GY11 <= line11_data*1; GY21 <= line21_data*2; GY31 <= line31_data*1;
    GY12 <= line12_data*0; GY22 <= line22_data*0; GY32 <= line32_data*0;
    GY13 <= line13_data*1; GY23 <= line23_data*2; GY33 <= line33_data*1;
end
reg [10:0] GX1,GX2,GX3,GY1,GY2,GY3;
always @(posedge pclk)
if (!rst_n) begin
    GX1 <= 0; GX2 <= 0; GX3 <= 0;
    GY1 <= 0; GY2 <= 0; GY3 <= 0;
end
else
begin
    GX1 <= GX11 + GX12 + GX13;
    GX2 <= GX21 + GX22 + GX23;
    GX3 <= GX31 + GX32 + GX33;
    GY1 <= GY11 + GY21 + GY31;
    GY2 <= GY12 + GY22 + GY32;
    GY3 <= GY13 + GY23 + GY33;
end
reg [10:0] GX, GY;
    always @(posedge pclk)
    if (!rst_n) begin
        GX <= 0;
        GY <= 0;
    end
    else begin
        if(GX1 > GX3)
        GX<=GX1-GX3;
        else 
        GX<=GX3-GX1;
        if(GY1>GY3)
        GY<=GY1-GY3;
        else
        GY<=GY3-GY1;
    end
reg [11:0] ALL;
always @(posedge pclk)
if (!rst_n)
    ALL <= 0;
else
    ALL <= GX + GY;
reg [15:0] data_reg;
always @(posedge pclk)
if (!rst_n)
    data_reg <= 0;
else if (ALL > 100)
    data_reg <= 16'hffff;
else 
    data_reg <= 0;
reg [4:0] de_flag_line_r;
reg [4:0] hsync_line_r;
reg [4:0] vsync_line_r;
always @(posedge pclk)
if (!rst_n) begin  
    de_flag_line_r <= 0;
    hsync_line_r <= 0;
    vsync_line_r <= 0;
end
else begin
    de_flag_line_r <= {de_flag_line_r[3:0],de_flag_line};
    hsync_line_r <= {hsync_line_r[3:0],hsync_line};
    vsync_line_r <= {vsync_line_r[3:0],vsync_line};
end
assign data_sobel = data_reg;
assign de_flag_sobel = de_flag_line_r[4];
assign hsync_sobel = hsync_line_r[4];
assign vsync_sobel = vsync_line_r[4];
endmodule
### /design/flow/run.sh
#!/bin/bash
# OpenROAD 26Q1-2900-gdf79404cd8, Yosys 0.63+post, stock flow scripts
make -C /OpenROAD-flow-scripts/flow DESIGN_CONFIG=/design/flow/config.mk WORK_HOME=/design/flow/orfs finish
==> flow_metrics.tcl <==
# implementation run metrics
set metrics [dict create \
    status "completed" \
    lay_top_cells "dfxtp_1, and2_1, ha_1, clkdlybuf4s50_1, inv_1" \
    p_leak_nw 4.48 \
    ys_area_um2 8240 \
    finalHoldViolations 0 \
    die_w_um 130 \
    port_buffers 87 \
    layout_top_cell "dfxtp_1" \
    cp.arrival_ns 1.52 \
    r2r-end "GX1[7]" \
    totalWireLength_mm 15.5 \
    viasPerCell 4.80 \
    final-setup-viol-count 0 \
    fp-row-count 46 \
    timing.rr.start "GY11[1]" \
    edf_count 0 \
    clock_latency_ns 0.42 \
    fin_area_um2 9720 \
    cap_violations 0 \
    drive_gt1_frac 0.0503 \
    overflow 0 \
    largest_register_ffs 12 \
    regToRegSetupSlack_ns 4.99 \
    diodes 0 \
    place_congestion 0.885 \
    dp_slack_ns 4.59 \
    worstHoldPathCells 1 \
    die_h_um 130 \
    drt_iter0_drc 150 \
    drc 0 \
    clkTransAtPathRegs_ns 0.07 \
    cts_tree "done" \
    syn_to_final_growth_pct 18.0 \
    async_reset_ff_frac 0 \
    tool_warnings 56 \
    timing.fmax_ghz 0.325 \
    dr.pass1.iters 6 \
    cts_setup_buffers 0 \
    grt_setup_unrepaired "no" \
    irDropWorstVdd_uv 156 \
    slew_violations 0 \
    gr-usage-all-layers 0.206 \
    cp_max_fo 16 \
    reg.largest.list "ALL x12, GX x11, GY x11" \
    root_buffer "clkbuf_16" \
    initCoreUtil 0.515 \
    p_per_area_nw_per_um2 282 \
    core_um2 16000 \
    grt_max_degree 104 \
    crit_required_ns 6.24 \
    yosys-stat-cells 816 \
    skew_ns 0.00953 \
    worst-setup-path-type "flip-flop to output pin" \
    crit_cells 1 \
    dp_hpwl_mm 12.0 \
    wl_per_cell_um 13.9 \
    ys_seq_frac 0.374 \
    grt_pass1_vias 5250 \
    dieArea_um2 17000 \
    cts_made_buffers 17 \
    path_cells "clkdlybuf4s50_1" \
    place_area_um2 9140 \
    antenna_left 0 \
    cp_slowest_stage_delay_ns 0.56 \
    tns_ns 0 \
    power.total_mw 2.74 \
    period_needed_ns 3.08 \
    cp_num_buf_inv 1 \
    ys_types 53 \
    cp_top_family "flip-flops" \
    io_pins 96 \
    yosys_warnings 1 \
    layout_setup_ws_ns 4.72 \
    htreeDepth 4 \
    clockBufferDepth 2 \
    regMostFlops "ALL" \
    syn_area_um2 8240 \
    relSlewSlack 0.467 \
    grt_pass1_wl_mm 25.8 \
    reg2reg_depth 12 \
    syn_inst 816 \
    avgSynthCellArea_um2 10.1 \
    cts_sinks 154 \
    fillers 1313 \
    min_to "vsync_line_r[4]" \
    vias 5328 \
    dp_cells 1078 \
    final_cells 1110 \
    critPathLaunchType "flip-flop" \
    timing.hold.ws_ns 0.434 \
    antenna_found_initial 0 \
    hp-start "vsync_line_r[3]" \
    ys.flops 154 \
    tightest_slew_ns 0.799 \
    cts-resized-gates 0 \
    holdBufCountCts 0 \
    crit_slowest_cell "dfxtp_1" \
    hold_class "flip-flop to flip-flop" \
    ys.flop_type "dfxtp_1" \
    fin_crit_sh 0.395 \
    final_core_util 0.607 \
    cp-end-kind "output pin" \
]
[routing by layer]
| metal | up-vias | share of wire | track usage |
|---|---|---|---|
| met2 | 128 | 0.46 | 0.340 |
| met3 | 13 | 0.038 | 0.0338 |
| li1 | 2812 | - | - |
| met1 | 2375 | 0.48 | 0.301 |
| met5 | - | 0 | 0 |
| met4 | 0 | 0.018 | 0.0318 |
[Yosys cell counts (2+ instances only)]
cell	n	area share
a21o_1	36	0.033
nand3_1	6	0.0036
o21ai_2	2	0.0021
clkbuf_2	2	0.0012
a31oi_1	4	0.0030
o41ai_1	2	0.0021
buf_2	5	0.0030
o21ai_0	23	0.014
nor3_1	4	0.0024
xnor2_1	20	0.021
a221o_1	5	0.0061
a211oi_1	5	0.0046
nor2b_1	21	0.016
nor3b_1	4	0.0036
o31a_1	2	0.0021
clkbuf_1	18	0.0082
dfxtp_1	154	0.37
mux2i_1	25	0.030
fa_1	37	0.090
o41a_1	2	0.0027
buf_6	3	0.0041
a21oi_1	40	0.024
nand2_1	17	0.0077
inv_1	66	0.030
o21a_1	6	0.0055
buf_4	15	0.014
nand2b_1	15	0.011
nor2_1	23	0.010
and2_1	128	0.097
xor2_1	15	0.016
ha_1	87	0.13
and3_1	2	0.0015
o21ai_1	2	0.0012
[how the worst max path moves through the flow]
| stage | from | end | slack, ns |
|---|---|---|---|
| 5_1_grt | data_reg[14] | data_sobel[15] | 4.58 |
| 4_1_cts | data_reg[14] | data_sobel[5] | 4.66 |
| 6_report | data_reg[14] | data_sobel[3] | 4.72 |
[worst register-to-register path: stages, from the launching register on]
cell,delay (ns)
dfxtp_1,0.40
inv_1,0.08
fa_1,0.55
inv_1,0.05
ha_1,0.25
fa_1,0.43
a21o_1,0.19
a21oi_1,0.17
nor2b_1,0.08
o21a_1,0.17
nor2_1,0.11
xnor2_1,0.08
and2_1,0.15
[power breakdown]
part / switching [mW] / total (mW) / internal (mW)
Clock: 0.358 / 0.783 / 0.425
Combinational: 0.456 / 0.972 / 0.516
Sequential: 0.0729 / 0.981 / 0.908
Total: 0.887 / 2.74 / 1.85
[cells by family (layout without fill, tap and decap cells)]
| kind of cell | after synthesis | after routing | share of synthesized area |
|---|---|---|---|
| muxes | 26 | 26 | 0.0317 |
| xor gates and xnor gates | 35 | 35 | 0.0372 |
| AOI/OAI and AO/OA | 140 | 140 | 0.113 |
| DFF | 154 | 154 | 0.374 |
| and+or+nand+nor | 228 | 228 | 0.161 |
| buffers and inverters | 109 | 187 | 0.0603 |
| adders and majority gates | 124 | 124 | 0.222 |
[layout make-up]
class / instances / area, um2 / share of cell area
clock buffers: 17 / 425 / 0.0438
multi-input cells: 553 / 4660 / 0.479
flip-flops and latches: 154 / 3080 / 0.317
inverters: 66 / 248 / 0.0255
well taps: 216 / 270 / 0.0278
clock inverters: 15 / 153 / 0.0157
repair buffers: 89 / 883 / 0.0909
