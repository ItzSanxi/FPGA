`flow/config.mk`:
```
export PLATFORM = sky130hd
export DESIGN_NAME = top
export DESIGN_NICKNAME = top
export VERILOG_FILES = /design/flow/design.v
export SDC_FILE = /design/flow/constraint.sdc
export NUM_CORES = 4
export LEC_CHECK = 1
export CORE_AREA = 10 10 103 103
export DIE_AREA = 0 0 113 113
```
`flow/design.v`:
```
module rx (
    input  wire clk,
    input  wire rst_n,
    input  wire rx,
    output wire [7:0] data_rx,
    output wire done_rx
);
parameter sys_clk = 50_000_000,  
          bps = 9600,
          delay = sys_clk / bps;
reg [1:0]   rx_reg;
wire        flag;
reg         rx_en;
reg [15:0]  cnt_bps;
reg [3:0]   cnt_bit;
reg [7:0]   data_reg;
always @(posedge clk ) 
if (!rst_n) 
    rx_reg <= 2'b11;
else 
    rx_reg <= {rx_reg[0], rx};
assign flag = (rx_reg == 2'b10) ? 1 : 0;
always @(posedge clk) 
if (!rst_n) 
    rx_en <= 0;
else if (flag == 1) 
    rx_en <= 1;
else if (cnt_bit == 9 && cnt_bps == delay/2 - 1) 
    rx_en <= 0;
else 
    rx_en <= rx_en;
always @(posedge clk) 
if (!rst_n) 
    cnt_bps <= 0;
else if (rx_en == 1) begin
    if (cnt_bps == delay - 1) 
        cnt_bps <= 0;
    else 
        cnt_bps <= cnt_bps + 1;
end
else 
    cnt_bps <= 0;
always @(posedge clk) 
if (!rst_n) 
    cnt_bit <= 0;
else if (rx_en == 1) begin
    if (cnt_bps == delay - 1) 
        cnt_bit <= cnt_bit + 1;
    else 
        cnt_bit <= cnt_bit;
end
else 
    cnt_bit <= 0;
always @(posedge clk) 
if (!rst_n) 
    data_reg <= 0;
else if (rx_en == 1) begin
if(cnt_bit > 0 && cnt_bit < 9 && cnt_bps == delay/2 - 1)
    if (cnt_bps == delay/2 - 1) 
        data_reg[cnt_bit - 1] <= rx_reg[1];
    else 
        data_reg <= data_reg;
end
else 
    data_reg <= 0;
assign data_rx = (cnt_bit == 9) ? data_reg : 0;
assign done_rx = (cnt_bit == 9 && cnt_bps == delay/2 - 1) ? 1 : 0;
endmodule
module top  (
input  wire clk,
input  wire rst_n,
input  wire rx,
output reg [3:0] led
);
wire [7:0] data_rx;
wire done_rx;
always @(posedge clk) 
    if (!rst_n)
        led <= 0;
 else if (done_rx == 1) begin
        case (data_rx)
            8'h01: led <= 4'b0001;
            8'h02: led <= 4'b0010;
            8'h03: led <= 4'b0100;
            8'h04: led <= 4'b1000;
            default: led <= 0;
        endcase
    end
rx rx_u(
.clk             (clk),
    .rst_n           (rst_n),
    .rx              (rx),
    .data_rx         (data_rx),
    .done_rx         (done_rx)
);
endmodule
```
`flow/run.sh`:
```
#!/bin/bash
# OpenROAD 26Q1-2900-gdf79404cd8, Yosys 0.63+post, stock flow scripts
make -C /OpenROAD-flow-scripts/flow DESIGN_CONFIG=/design/flow/config.mk WORK_HOME=/design/flow/orfs finish
```
`flow/constraint.sdc`:
```
current_design top

set clk_period 2.9
set clk_io_pct 0.2

create_clock -name clk0 -period $clk_period [get_ports {clk}]

set non_clock_inputs [all_inputs -no_clocks]
set_input_delay [expr $clk_period * $clk_io_pct] -clock clk0 $non_clock_inputs
set_output_delay [expr $clk_period * $clk_io_pct] -clock clk0 [all_outputs]
```
==> results.yml <==
# yosys + openroad results
run_status:
  status: "complete, no violations"
global_route:
  grt_usage_pct: 6.024
  grt_overflow: 0
  grt_pass1_wl_um: 6865
  antenna_found_initial: 0
  grt_pass1_vias: 1506
  grt_max_degree: 16
synth:
  ys_cells: 218
  ys.flop_type: "dfxtp_1"
  synth_async_sr_flop_share_pct: 0
  yosys_warnings: 2
  synthTopCellsByArea: "dfxtp_1, ha_1, nor2_1"
  synth_seq_share_pct: 33.78
  edf_count: 0
  yosys.area.top_type_share_pct: 33.78
  yosys_area_sq_um: 2074
  syn_inst: 218
  largest_area_cell: "dfxtp_1"
  netlist_area_sq_um: 2074
  syn_area_per_cell_sq_um: 9.516
  ys_seq_elements: 35
  ys_types: 52
hold_path:
  min_from: "rx_u.cnt_bps[0]"
  hold_path.class: "register to register"
  worst_hold_path.num_cells: 1
  hold_end: "rx_u.cnt_bps[0]"
floorplan:
  coreArea_sq_um: 8299
  row_count: 33
  die_y_um: 113
  dieWidth_um: 113
  num_io_pins: 7
  die_area_sq_um: 12770
  fp_util_pct: 25.00
power:
  p_sw_share_pct: 21.64
  pwr_density_cell_nw_per_um2: 327.9
  power.internal_uw: 652.8
  pwr-share-clk_pct: 39.9
  vdd_drop_max_mv: 0.1709
  p_leak_nw: 0.8308
  p_comb_share_pct: 2.0
  seq_power_share_pct: 58.1
  p_sw_uw: 180.3
  power.total_uw: 833.2
worst_setup_path:
  worstRegToRegCells: 11
  reg2reg_from: "rx_u.cnt_bit[0]"
  r2r_slack_ns: 0.11
  required_ns: 3.11
  cp-start-kind: "register"
  rr_endpoint: "rx_u.data_reg[5]"
  arrival_ns: 3.00
  cp-end-kind: "register"
  worstPathMaxFanout: 4
  crit_type: "register to register"
final_timing:
  finalMaxSlewViolations: 0
  fin_tns_setup_ns: 0
  timing.hold.ws_ns: 0.4335
  fin_crit_sh_pct: 96.19
  worst_pin_slew_ns: 0.5947
  maxClockFrequency_mhz: 358.5
  finClkSkew_ns: 0.004301
  period_needed_ns: 2.789
  slew_headroom_pct: 60.35
  setup_viol: 0
  finalHoldViolations: 0
place:
  dp.cells: 328
  portBuffers: 6
  dpl-instance-area_sq_um: 2333
  gp_routability_congestion: 0.7908
  dpl.hpwl_um: 2816
cells_and_area:
  design_area_sq_um: 2541
  instances_no_fill: 339
  largest_reg_flops: 16
  final_layout_size_suffix_gt1_share_pct: 22.22
  layout.cells.most_common: "dfxtp_1"
  final_cell_mix: "dfxtp_1, nor2_1, nand2_1"
  layout-area-overhead-vs-synth_pct: 22.50
cts:
  htree_levels: 2
  hold_buffers: 0
  clock_sinks: 35
  root_buffer: "clkbuf_8"
  clk_latency_ns: 0.28
  numCtsBuffers: 5
  tritoncts: "yes"
  clkTransAtPathRegs_ns: 0.07
  clockBufferDepth: 2
drt:
  drt-initial-drc-count: 37
  avgViaCountPerCell: 4.457
  dr.pass1.iters: 4
  ant_nets: 0
  num_antenna_cells: 0
  vias: 1511
  wire_per_inst_um: 11.21
  wl_um: 3800
  drc: 0
job:
  log.warning_count: 29
  drv_cap: 0
routing by layer:
metal	wire length [um]	track usage (%)	up-vias
met3	118	1.496	0
met2	1615	9.409	8
met5	0	0	-
met4	0	0.3384	0
li1	-	-	801
met1	2066	8.633	702
final cells by class:
type / instances / area, sq um
inverters: 6 / 26.28
clock inverters: 3 / 15.01
repair buffers: 14 / 127.6
well taps: 105 / 131.4
flip-flops and latches: 35 / 704.4
fillers: 840 / 5758
multi-input cells: 171 / 1468
clock buffers: 5 / 68.82
how the worst max path moves through the flow:
stage	from	end	cells past startpoint
after global routing	rx_u.cnt_bit[0]	rx_u.data_reg[5]	10
after CTS	rx_u.cnt_bit[0]	rx_u.data_reg[1]	10
final	rx_u.cnt_bit[0]	rx_u.data_reg[5]	11
critical path: stages, from the launching register on:
cell        delay [ns]
dfxtp_4           0.37
clkinvlp_4        0.13
ha_4              0.21
or3_4             0.36
o21ai_2           0.10
nand2_1           0.12
ha_4              0.30
and4b_2           0.23
and4_4            0.27
nand4_4           0.13
nor4b_4           0.31
mux2i_1           0.19
cells by family after synthesis:
family                     after synthesis  synth area share (%)
buffers and inverters                   12                 3.799
and+or+nand+nor                        115                 34.38
AOI/OAI and AO/OA                       13                 5.609
DFF                                     35                 33.78
muxes                                    8                 3.860
xor gates and xnor gates                23                 11.34
adders and majority gates               12                 7.237
power by group through the flow:
stage | sequential [mW] | combinational (mW) | clock [mW]
after CTS | 0.485 | 0.0172 | 0.353
after global routing | 0.485 | 0.0190 | 0.369
final | 0.484 | 0.0168 | 0.332
what timing repair did:
action	CTS	global route
setup buffers	1	2
resized	2	14
pin swaps	1	3
endpoints found under the setup margin	2	8
metrics by stage:
stage,worst slack (ns),utilization (%)
after detailed placement,-0.03461,28.12
after global placement,0.04118,28.12
after CTS,0.05468,29.40
final,0.1105,30.62
after global routing,-0.03526,30.62
after floorplan,0.009430,-
synthesized netlist by cell type, types with 2 or more instances:
cell type  number
xor2_2          2
and4bb_1        3
or3_1           3
xnor2_1         9
nor3_1          2
buf_4           2
buf_6           2
nand3b_1        2
nor4b_1         3
or3_2           4
nor2_1         32
ha_1           12
o211ai_1        2
a21boi_1        2
xor2_1         11
nor4b_2         3
nor4_1          2
and3_1          4
and2_1          3
nand2_1        20
nand4_1         4
nor3_2          2
dfxtp_1        35
inv_1           6
nand3_1         4
nand2b_1        6
nor2b_1         2
o31ai_1         2
nand4b_1        3
mux2i_1         8
nand4_2         2
Power figures rest on the tool's default switching activity, not on a simulated workload.
